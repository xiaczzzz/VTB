$ cat /design/flow/config.mk
export PLATFORM = sky130hd
export DESIGN_NAME = viterbi_encode9
export DESIGN_NICKNAME = viterbi_encode9
export VERILOG_FILES = /design/flow/design.v
export SDC_FILE = /design/flow/constraint.sdc
export NUM_CORES = 4
export LEC_CHECK = 1
export CORE_AREA = 10 10 70 70
export DIE_AREA = 0 0 80 80
$ cat /design/flow/constraint.sdc
current_design viterbi_encode9

set clk_period 1.8
set clk_io_pct 0.2

create_clock -name clk0 -period $clk_period [get_ports {Clock}]

set non_clock_inputs [all_inputs -no_clocks]
set_input_delay [expr $clk_period * $clk_io_pct] -clock clk0 $non_clock_inputs
set_output_delay [expr $clk_period * $clk_io_pct] -clock clk0 [all_outputs]
$ cat /design/flow/design.v
module pDFF(DATA,QOUT,CLOCK,RESET);
parameter WIDTH = 1;
input [WIDTH-1:0] DATA;
input CLOCK, RESET;
output [WIDTH-1:0] QOUT;
reg [WIDTH-1:0] QOUT;
always @(posedge CLOCK or negedge RESET)
begin
if (~RESET) 
    QOUT <= 0;  
else
    QOUT <= DATA;  
end
endmodule
module viterbi_encode9(X,Y,Clock,Reset); 
input X, Clock, Reset;
output [1:0] Y; 
wire [1:0] Yt;
wire X, Clock, Reset;
wire [8:0] PolyA, PolyB;
wire [8:0] wA, wB, ShReg;
   assign   PolyA = 9'b110_101_111;		 
   assign   PolyB = 9'b100_011_101; 
   assign wA = PolyA & ShReg;			 
   assign wB = PolyB & ShReg; 
   assign ShReg[8] = X;					 
   pDFF dff7(ShReg[8], ShReg[7], Clock, Reset);		 
   pDFF dff6(ShReg[7], ShReg[6], Clock, Reset);    
   pDFF dff5(ShReg[6], ShReg[5], Clock, Reset); 
   pDFF dff4(ShReg[5], ShReg[4], Clock, Reset); 
   pDFF dff3(ShReg[4], ShReg[3], Clock, Reset); 
   pDFF dff2(ShReg[3], ShReg[2], Clock, Reset); 
   pDFF dff1(ShReg[2], ShReg[1], Clock, Reset); 
   pDFF dff0(ShReg[1], ShReg[0], Clock, Reset); 
   assign Yt[1] = wA[0] ^ wA[1] ^ wA[2] ^ wA[3] ^ wA[4] ^ wA[5] ^ wA[6] ^ wA[7] ^ wA[8]; 
   assign Yt[0] = wB[0] ^ wB[1] ^ wB[2] ^ wB[3] ^ wB[4] ^ wB[5] ^ wB[6] ^ wB[7] ^ wB[8]; 
   pDFF dffy1(Yt[1], Y[1], Clock, Reset); 
   pDFF dffy0(Yt[0], Y[0], Clock, Reset); 
endmodule
$ cat /design/flow/run.sh
#!/bin/bash
# OpenROAD 26Q1-2900-gdf79404cd8, Yosys 0.63+post, stock flow scripts
make -C /OpenROAD-flow-scripts/flow DESIGN_CONFIG=/design/flow/config.mk WORK_HOME=/design/flow/orfs finish
==> out/writeup.txt <==
The run finished with clean final reports. For the chip area from the yosys synthesis statistics, the log shows 367 sq um. The tree is rooted in a sky130_fd_sc_hd__clkbuf_4. The maximum root-to-sink buffer count came out at 2. For the via count of the first global-routing pass, the log shows 193. The run gives 1440 ps for the data required time at the worst endpoint. The floorplan step defined a core boundary enclosing 3420 sq um. The number of levels in the clock H-tree was 1. OpenROAD emitted warnings numbering 25. For this run, the number of standard cells in the final layout without fillers is 68. Width of the die: 80 um. The tools report the total die size as 6400 sq um. In this run the power spent charging and discharging nets is 0.0908 mW. The final report gives the standard cell area, fillers excluded, as 472 sq um.

The analysis reports a worst IR drop on VDD of 311 uV. The final hold violation count recorded for this run is 0. The critical path goes through clkdlybuf4s50_1. According to the CTS report, the clock sink count is 10.

For the number of antenna violations at the first check in global routing, the log shows 0. For the total of hold buffers inserted after clock tree synthesis, the log shows 0. In the setup report, the worst path falls into the class register to output port. The DRC marker count from the first detailed-route iteration was 9. The buffering stage count on the worst path with inverters included works out to 1.

Gate family responsible for the most delay along the worst path: buffers and inverters. The run gives 0.701 for the routability congestion estimate. The worst setup path is captured at an output port.

The number of cells upsized or downsized after cts is 0, and the initial core utilization is 10.7%. The critical path's slowest stage uses the library cell sky130_fd_sc_hd__clkdlybuf4s50_1. The leakage component of the power was reported as 0.208 nW.

For reference, the final report shows the max-slew violation count at 0. The run gives 353 ps as the worst slack on hold paths. The tools report the placed standard-cell area as 449 sq um. The slew check shows that the tightest pin keeps a relative margin of 70.0%. Once synthesis finished, the tally of register bits stood at 10. During placement, the flow inserted port buffers numbering 4. The tools report the number of buffers created by CTS as 3. Path class of the lowest-slack min-delay path: register to register. The final period demand of the worst path is 1390 ps, and the peak clock frequency supported by timing is 717 MHz. Counting distinct cell types in the post-synthesis netlist gives 5. Per the placement report, the placed cell count is 65.

In the Yosys report the total cell count is 17. The final timing summary puts the cycle share of the worst path at 77.5%. Net switching fraction of the power: 19.3%. TritonCTS built the clock tree.

The final antenna diode tally reported by the flow is 0. Growth of design area from synthesis to finish: 28.7%. After filler insertion, the fill cell instance count of the layout stands at 391.

The largest net degree at the start of global routing was 11. After detailed routing, the total wire length is 457 um. Row generation in the floorplan step produced 21 rows. At the pin with the least slew margin, the transition time is 449 ps. The number of detailed-routing iterations run before antenna repair was 2. The synthesized netlist handed to floorplanning was reported with a cell count of 17. Setup repair after global routing left no endpoint under its margin.

Setup slack on the critical path of the routed design comes to 405 ps. For the final routed database, the setup TNS stands at 0 ps. The skew report gives the latency at the later pin of the worst-skew pair as 260 ps.

Per report_power, the clock group accounts for 30.2% of the total. The warning count from the yosys run was 1. The floorplan die height was 80 um; the detailed placer's ending HPWL was 355 um. The total overflow left after global routing is 0. The delay of the slowest critical-path stage works out to 460 ps. The report counts max-capacitance violations totalling 0.

Internal power: 0.380 mW. The part of the total power dissipated in sequential elements was 54.6%; the number of top-level design ports was 5. The worst setup path is launched from a register.

At the worst endpoint, the arrival time is 1030 ps. For this run, the final setup violation count is recorded as 0. Global-route usage over all layers: 1.62%.

The count of nets left with antenna violations after detail routing is 0, and the portion of the post-synthesis area used by sequential elements is 68.3%. The mean routed wirelength per cell works out to 6.72 um. In the final layout, the share of cells above drive strength 1 is 22.7%. Using the TritonRoute via totals, the vias-per-cell ratio works out to 2.09. The clock skew came out at 0.960 ps. For reference, the post-synthesis area per instance comes to 21.6 sq um. Looking at the power breakdown, combinational cells take 15.2% of the total. The number of buffers inserted by post-CTS setup repair is 0.

The total number of vias is 142, and the clock-pin transition on the worst setup and hold timing paths is 60 ps. With the worst-path maximum fanout at 1, the worst slack after detailed placement is 207 ps. The run gives 0 as the DRC violation count after routing. The final standard cell utilization of the core was 13.8%; the final total power was 0.471 mW. The power density relative to cell area works out to 998 nW/um^2. For the first-pass GRT wire length, the log shows 841 um. After synthesis the cells add up to 367 sq um.
## path summary, 6_finish.rpt
| kind | startpoint | to | slack [ps] | depth (start not counted) |
|---|---|---|---|---|
| setup / recovery | dffy1.QOUT$_DFF_PN0_ | Y[1] | 410 | 1 |
| hold / removal | dff6.QOUT$_DFF_PN0_ | dff5.QOUT$_DFF_PN0_ | 350 | 0 |
| setup reg to reg | dff2.QOUT$_DFF_PN0_ | dffy1.QOUT$_DFF_PN0_ | 630 | 2 |
| hold reg to reg | dff6.QOUT$_DFF_PN0_ | dff5.QOUT$_DFF_PN0_ | 350 | 0 |
| max in group asynchronous | Reset | dff4.QOUT$_DFF_PN0_ | 1080 | 1 |
| min in group asynchronous | Reset | dffy1.QOUT$_DFF_PN0_ | 420 | 1 |
## cell usage in the layout, fill, tap and decap left out
master	Yosys	final
sky130_fd_sc_hd__clkbuf_4	0	3
sky130_fd_sc_hd__clkdlybuf4s50_1	0	4
sky130_fd_sc_hd__dfrtp_1	10	10
sky130_fd_sc_hd__xnor2_2	2	2
sky130_fd_sc_hd__xnor3_1	2	2
sky130_fd_sc_hd__xor3_1	1	1
## power by group through the flow
| stage | sequential (mW) | clock, mW | combinational (mW) |
|---|---|---|---|
| after CTS | 0.257 | 0.151 | 0.0733 |
| after global routing | 0.261 | 0.162 | 0.0773 |
| final | 0.257 | 0.142 | 0.0714 |
## cell type report
| type | count | area (sq um) | share of cell area, % |
|---|---|---|---|
| Multi-Input combinational cell | 5 | 101 | 21.5 |
| Sequential cell | 10 | 250 | 53.1 |
| Timing Repair Buffer | 4 | 40.0 | 8.49 |
| Tap cell | 46 | 57.6 | 12.2 |
| Clock buffer | 3 | 22.5 | 4.77 |
## metal layers
metal | vias to the layer above | global-route usage [%] | part of all wire [%]
li1 | 64 | - | -
met1 | 70 | 1.79 | 42
met2 | 8 | 2.33 | 47
met3 | 0 | 1.25 | 11
met4 | 0 | 0.528 | 0
met5 | - | 0 | 0
## synthesized netlist by cell type
| master | instances | area [sq um] |
|---|---|---|
| sky130_fd_sc_hd__dfrtp_1 | 10 | 250 |
| sky130_fd_sc_hd__buf_4 | 2 | 15.0 |
| sky130_fd_sc_hd__xnor2_2 | 2 | 32.5 |
| sky130_fd_sc_hd__xnor3_1 | 2 | 45.0 |
| sky130_fd_sc_hd__xor3_1 | 1 | 23.8 |
## cell families after synthesis
group                     share of synthesized area, %
xor gates and xnor gates                          27.6
buffers and inverters                             4.09
DFF                                               68.3
Power is estimated from default activity; no workload was simulated.
